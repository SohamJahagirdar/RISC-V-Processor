==> flow/design.v <==
module mux(a,b,sel,out);
    input [63:0] a,b;
    input sel;
    output [63:0] out;
    reg [63:0] out;
    always @(*)
    begin
        if(sel)
            out <= b;
        else
            out <= a;
    end
endmodule
module PFA (
  input a,
  input b,
  input c,
  output s,
  output p,
  output g
);
  xor(p, a, b);
  and(g, a, b);
  xor(s, p, c); 
endmodule
module CLA (
  input [3:0] P,
  input [3:0] G,
  input Cin,
  output [3:0] C
);
  wire t1;
  and(t1, P[0], Cin);
  or(C[0], G[0], t1);
  wire t2, t3;
  and(t2, P[1], P[0], Cin);
  and(t3, P[1], G[0]);
  or(C[1], G[1], t2, t3);
  wire t4, t5, t6;
  and(t4, P[2], P[1], P[0], Cin);
  and(t5, P[2], P[1], G[0]);
  and(t6, P[2], G[1]);
  or(C[2], G[2], t4, t5, t6);
  wire t7, t8, t9, t10;
  and(t7, P[3], P[2], P[1], P[0], Cin);
  and(t8, P[3], P[2], P[1], G[0]);
  and(t9, P[3], P[2], G[1]);
  and(t10, P[3], G[2]);
  or(C[3], G[3], t7, t8, t9, t10);
endmodule
module adder4 (
  input signed [3:0] A,
  input signed [3:0] B,
  input Cin,
  output signed [3:0] S,
  output Cout
);
  wire [3:0] P;
  wire [3:0] G;
  wire [3:0] C;
  PFA p1(.a(A[0]), .b(B[0]), .c(Cin), .s(S[0]), .p(P[0]), .g(G[0]));
  PFA p2(.a(A[1]), .b(B[1]), .c(C[0]), .s(S[1]), .p(P[1]), .g(G[1]));
  PFA p3(.a(A[2]), .b(B[2]), .c(C[1]), .s(S[2]), .p(P[2]), .g(G[2]));
  PFA p4(.a(A[3]), .b(B[3]), .c(C[2]), .s(S[3]), .p(P[3]), .g(G[3]));
  CLA c1(.P(P), .G(G), .Cin(Cin), .C(C));
  assign Cout = C[3]; 
endmodule
module adder16 (
  input signed [15:0] A,
  input signed [15:0] B, 
  input Cin,
  output signed [15:0] S,
  output Cout
);
  wire [3:0] C;
  adder4 a1(.A(A[3:0]), .B(B[3:0]), .Cin(Cin), .S(S[3:0]), .Cout(C[0]));
  adder4 a2(.A(A[7:4]), .B(B[7:4]), .Cin(C[0]), .S(S[7:4]), .Cout(C[1]));
  adder4 a3(.A(A[11:8]), .B(B[11:8]), .Cin(C[1]), .S(S[11:8]), .Cout(C[2]));
  adder4 a4(.A(A[15:12]), .B(B[15:12]), .Cin(C[2]), .S(S[15:12]), .Cout(C[3]));
  assign Cout = C[3]; 
endmodule
module adder (
  input signed [63:0] A,
  input signed [63:0] B,
  input M,
  output signed [63:0] S,
  output Cout
);
  wire [3:0] C;
  wire [63:0] BB;
  genvar i;
  for (i = 0; i < 64; i = i + 1) begin
    xor(BB[i], B[i], M);
  end
  adder16 a1(.A(A[15:0]), .B(BB[15:0]), .Cin(M), .S(S[15:0]), .Cout(C[0]));
  adder16 a2(.A(A[31:16]), .B(BB[31:16]), .Cin(C[0]), .S(S[31:16]), .Cout(C[1]));
  adder16 a3(.A(A[47:32]), .B(BB[47:32]), .Cin(C[1]), .S(S[47:32]), .Cout(C[2]));
  adder16 a4(.A(A[63:48]), .B(BB[63:48]), .Cin(C[2]), .S(S[63:48]), .Cout(C[3]));
  assign Cout = C[3];
endmodule
module ander (
  input [63:0] A,
  input [63:0] B,
  output [63:0] C
);
  genvar  i;
  generate
    for (i = 0; i < 64; i = i + 1) begin
      and(C[i], A[i], B[i]);
    end
  endgenerate
endmodule
module orer (
  input [63:0] A,
  input [63:0] B,
  output [63:0] C
);
  genvar  i;
  generate
    for (i = 0; i < 64; i = i + 1) begin
      or(C[i], A[i], B[i]);
    end
  endgenerate
endmodule
module SL1 (
  input [63:0] A,
  output [63:0] C
);
  assign C = {A[62:0], 1'b0};
endmodule
module alu (
  input [63:0] rs1,
  input [63:0] rs2,
  input [3:0] ALUcontrol,
  output reg [63:0] out,
  output reg zero 
);
  wire [63:0] add_result, or_result, and_result, sub_result;
  adder A1(.A(rs1), .B(rs2), .M(1'b0), .S(add_result), .Cout());
  adder A2(.A(rs1), .B(rs2), .M(1'b1), .S(sub_result), .Cout());
  orer O1(.A(rs1), .B(rs2), .C(or_result));
  ander D1(.A(rs1), .B(rs2), .C(and_result));
  always @(*) begin
    case (ALUcontrol)   
      4'b0010: out = add_result;   
      4'b0110: out = sub_result;   
      4'b0000: out = and_result;   
      4'b0001: out = or_result;    
    endcase
    zero = (sub_result == 64'b0) ? 1'b1 : 1'b0;
  end
endmodule
module PCBranch_calculator (
    input [63:0] imm_out,
    input [63:0] PC_id,
    output [63:0] PCbranch_id
);
    wire [63:0] w1;
    SL1 s1(.A(imm_out), .C(w1));
    adder a1(.A(PC_id), .B(w1), .M(1'b0), .S(PCbranch_id));
endmodule
module flusher (
    input Branch_id,
    input [63:0] read_data1_id,
    input [63:0] read_data2_id,
    output reg IFIDflush
);
    initial begin
        IFIDflush = 1'b0;
    end
    always @(*) begin
        if(Branch_id && (read_data1_id == read_data2_id)) begin
            IFIDflush = 1'b1;
        end
        else begin
            IFIDflush = 1'b0;
        end
    end
endmodule
module Hazard_Detection_Unit (
    input [4:0] rs1,           
    input [4:0] rs2,           
    input [4:0] ex_rd,         
    input mem_read_ex,         
    output reg mux_sel,          
    output reg IFIDnotWrite,
    output reg PCnotWrite        
);
initial begin
    PCnotWrite = 1'b0;
    mux_sel = 1'b0;
    IFIDnotWrite = 1'b0;
end
always @(*) begin
    if (mem_read_ex && ((ex_rd == rs1) || (ex_rd == rs2))) begin
        IFIDnotWrite <= 1'b1;
        PCnotWrite <= 1'b1;
        mux_sel <= 1'b1;
    end else begin
        IFIDnotWrite <= 1'b0;
        PCnotWrite <= 1'b0;
        mux_sel <= 1'b0;
    end
end
endmodule
module reg_file (
    input clk,
    input reg_write,
    input [4:0] rs1, rs2, rd,
    input [63:0] write_data,
    output [63:0] read_data1, read_data2
);
    reg [63:0] registers [31:0];  
    initial begin
        registers[0] = 64'b0; 
    end
    always @(negedge clk) begin
        if (reg_write && rd != 0) begin
            registers[rd] <= write_data;
        end      
    end
    assign read_data1 = registers[rs1];
    assign read_data2 = registers[rs2];
endmodule
module immediate_generation (
    input  [31:0] instruction,
    output reg signed [63:0] imm_out
);
  wire [6:0] opcode = instruction[6:0];
    always @(*) begin
        case (opcode) 
            7'b0000011:  
                imm_out = {{52{instruction[31]}}, instruction[31:20]};
            7'b0100011:  
                imm_out = {{52{instruction[31]}}, instruction[31:25], instruction[11:7]};
            7'b1100011:  
                imm_out = {{51{instruction[31]}}, instruction[31], instruction[7], instruction[30:25], instruction[11:8], 1'b0};
            default:
                imm_out = 64'b0;  
        endcase
    end
endmodule
module control_unit(
    input [6:0] instruction,
    input mux_sel,               
    output reg MemWrite,
    output reg MemRead,
    output reg MemtoReg,
    output reg [1:0] ALUOp,
    output reg Branch,
    output reg ALUSrc,
    output reg RegWrite
);
    always @(*) 
    begin
        if (mux_sel) begin 
            ALUSrc = 1'b0;
            MemtoReg = 1'b0;
            RegWrite = 1'b0;
            MemRead = 1'b0;
            MemWrite = 1'b0;
            Branch = 1'b0;
            ALUOp = 2'b00; 
        end
        else begin
            case (instruction)
                7'b0110011:  
                begin
                    ALUSrc = 1'b0;
                    MemtoReg = 1'b0;
                    RegWrite = 1'b1;
                    MemRead = 1'b0;
                    MemWrite = 1'b0;
                    Branch = 1'b0;
                    ALUOp = 2'b10; 
                end
                7'b0000011:  
                begin
                    ALUSrc = 1'b1; 
                    MemtoReg = 1'b1;
                    RegWrite = 1'b1; 
                    MemRead = 1'b1; 
                    MemWrite = 1'b0; 
                    Branch = 1'b0;
                    ALUOp = 2'b00; 
                end
                7'b0100011:  
                begin
                    ALUSrc = 1'b1; 
                    MemtoReg = 1'b0; 
                    RegWrite = 1'b0; 
                    MemRead = 1'b0; 
                    MemWrite = 1'b1; 
                    Branch = 1'b0; 
                    ALUOp = 2'b00;
                end
                7'b1100011:  
                begin
                    ALUSrc = 1'b0; 
                    MemtoReg = 1'b0; 
                    RegWrite = 1'b0;
                    MemRead = 1'b0; 
                    MemWrite = 1'b0;
                    Branch = 1'b1; 
                    ALUOp = 2'b01; 
                end
                default:
                begin
                    ALUSrc = 1'b0;
                    MemtoReg = 1'b0;
                    RegWrite = 1'b0;
                    MemRead = 1'b0;
                    MemWrite = 1'b0;
                    Branch = 1'b0;
                    ALUOp = 2'b00;
                end
            endcase
        end
    end
endmodule
module instruction_decode (
  input clk,
  input [31:0] inst_id,
  input [63:0] Result_wb,
  input RegWrite_wb,
  input [4:0] rd_wb,
  input [4:0] rd_ex,
  input MemRead_ex,
  input [63:0] PC_id,
  output [1:0] ALUOp_id,
  output [63:0] imm_out_id,
  output [63:0] read_data1_id,
  output [63:0] read_data2_id,
  output [63:0] PCbranch_id,
  output ALUSrc_id,
  output Branch_id,
  output MemWrite_id,
  output MemRead_id,
  output RegWrite_id,
  output MemtoReg_id,
  output PCnotWrite,
  output IFIDnotWrite,
  output IFIDflush,
  output PCSrc
);
  wire mux_sel;
  wire zero;
  assign zero = (read_data1_id == read_data2_id);
  and(PCSrc, zero, Branch_id);
  PCBranch_calculator pb1(.imm_out(imm_out_id), .PC_id(PC_id), .PCbranch_id(PCbranch_id));
  control_unit  c1(.instruction(inst_id[6:0]), .mux_sel(mux_sel), .MemWrite(MemWrite_id),
                    .MemRead(MemRead_id), .MemtoReg(MemtoReg_id), .ALUOp(ALUOp_id), .Branch(Branch_id),
                    .ALUSrc(ALUSrc_id), .RegWrite(RegWrite_id));
  immediate_generation ig1(.instruction(inst_id), .imm_out(imm_out_id));
  reg_file      r1(.clk(clk), .reg_write(RegWrite_wb), .rs1(inst_id[19:15]), .rs2(inst_id[24:20]), .rd(rd_wb),
                    .write_data(Result_wb), .read_data1(read_data1_id), .read_data2(read_data2_id));
  Hazard_Detection_Unit h1(.rs1(inst_id[19:15]), .rs2(inst_id[24:20]), .ex_rd(rd_ex), .mem_read_ex(MemRead_ex),
                            .IFIDnotWrite(IFIDnotWrite), .PCnotWrite(PCnotWrite), .mux_sel(mux_sel));
  flusher f1(.Branch_id(Branch_id), .read_data1_id(read_data1_id), .read_data2_id(read_data2_id), .IFIDflush(IFIDflush));
endmodule
==> flow/run.sh <==
#!/bin/bash
# OpenROAD 26Q1-2900-gdf79404cd8, Yosys 0.63+post, stock flow scripts
make -C /OpenROAD-flow-scripts/flow DESIGN_CONFIG=/design/flow/config.mk WORK_HOME=/design/flow/orfs finish
==> flow/config.mk <==
export PLATFORM = sky130hd
export DESIGN_NAME = instruction_decode
export DESIGN_NICKNAME = instruction_decode
export VERILOG_FILES = /design/flow/design.v
export SDC_FILE = /design/flow/constraint.sdc
export NUM_CORES = 4
export LEC_CHECK = 1
export CORE_UTILIZATION = 50
==> flow/constraint.sdc <==
current_design instruction_decode

set clk_period 16.8
set clk_io_pct 0.2

create_clock -name clk0 -period $clk_period [get_ports {clk}]

set non_clock_inputs [all_inputs -no_clocks]
set_input_delay [expr $clk_period * $clk_io_pct] -clock clk0 $non_clock_inputs
set_output_delay [expr $clk_period * $clk_io_pct] -clock clk0 [all_outputs]
==> reports/qor.csv <==
metric,value,unit
Mean Syn Cell Area,18.10,um^2
setup violators final,0,
Clock Sinks,2048,
Slew Limit Fails,0,
DRT iter0 DRCs,3941,
die area,199800,um^2
first-pass GRT wire length,452300,um
number of remaining DRC errors,0,
Buffers on Ports,435,
Yosys chip area,99000,um^2
Worst Tran Pin Value,1092,ps
clk buf depth,3,
setup TNS,0,ps
Slew headroom,0.2703,
crit path from,r1.registers[23][4],
RSZ-0062 raised after global routing,false,
most numerous logic cells after layout,"inv_1 (2,169), edfxtp_1 (2,048), mux4_2 (820)",
GR Util met2,0.4992,
distinct lib cells,70,
Final ANT Viol Nets,0,
slowest cell on the critical path,or4b_1,
Post-Place Cells,8351,
CP max FO,2,
Syn. warnings,5,
yosys aoi share,0.04393,
CTS H-tree depth,4,
mux share,0.2495,
Routed WL,319200,um
met1 Usage GRT,0.4132,
via count,64290,
hpwl dp,184200,um
comb area leader,multiplexers,
CP cell instances,mux4_2 -> a22oi_1 -> nand4_1 -> xnor2_2 -> nand4_1 -> nor4_4 -> or4b_1 -> nor4b_2 -> buf_4 -> clkdlybuf4s50_1,
initial antenna violation count,9,
CTS tree,yes,
number of enable flip-flop cells,2048,
Gate Area,34940,um^2
mapped cell area,99000,um^2
cells after synthesis,5470,
most frequent logic cell in the layout,inv_1,
share of cells above drive strength 1,0.1901,
Simple-Gate Area Share,0.03261,
vias in the first global route,71710,
max reg flops,2048,
CP endpoint kind,output pin,
XOR/XNOR Area Share,0.009023,
drt via density,5.943,
Crit Path Class,reg2out,
Power Density,113.3,nW/um^2
biggest regs,r1.registers (2048),
Pre-Repair DR Iteration Count,7,
pin count of the biggest net entering global routing,90,
crit start category,register,
"Reg clk slew, reported paths",30,ps
worst vdd ir,0.1322,mV
Log Warnings,1030,
"Seq/Total Area, Yosys",0.6212,
Cell Rows,162,
Hold WS,6720,ps
worst hold path type,in2out,
GRT met3 Usage,0.3094,
yosys stat cell total,5470,
Fillers,13910,
Num CTS Buffers,223,
die width,447.0,um
Biggest register,r1.registers,
Hold Buf Count CTS,0,
hold path depth,0,
HP Start,PC_id[0],
register area,61500,um^2
CORE AREA,195800,um^2
Routed WL per cell,29.51,um
CP required,13440,ps
Main synth FF type,edfxtp_1,
Layout Utilization,0.6236,
# IOs,441,
Fin. Hold Viols,0,
GP Congestion,0.8983,
die height,447.0,um
Area growth syn-to-layout,23.33,%
"Adder Share, Synth",0.01107,
Overflow after GRT,0,
status,"finished, final reports clean",
Tot Pwr,0.01384,W
Synth flops,2048,
most frequent CP cell,nand4_1,
Worst Hold End,PCbranch_id[0],
GRT busiest layer,met2,
Max Cap Viol,0,
total global-route track usage,0.3629,
Synth async-reset ratio,0,
Root Driver,clkbuf_16,
Post-Layout Cell Count,10820,
CP arrival,13300,ps
Core Util at FP,0.5056,
Pleak,48.95,nW
CP max stage delay,490,ps
==> metrics by stage <==
step / setup WS (ps) / area [um^2]
floorplan: 1411 / 99240
global placement: 790.1 / 106800
detailed placement: 769.5 / 106800
CTS: 9.384 / 122000
global route: 16.42 / 122100
finish: 138.1 / 122100
==> critical path, delay by kind of cell, from the launching register on <==
kind                   cells  cell delay [ps]
multiplexers               1              470
flip-flops                 1              370
AND/OR/NAND/NOR            5             1820
AND-OR/OR-AND              1              300
XOR/XNOR                   1              410
buffers and inverters      2              710
==> kinds of logic (layout without fill, tap and decap cells) <==
group,Yosys count,count (layout)
flip-flops,2048,2048
multiplexers,1420,1420
AND/OR/NAND/NOR,659,659
buffers and inverters,582,3236
AND-OR/OR-AND,580,580
XOR/XNOR,102,102
adder cells (fa/ha/maj),78,78
other,1,70
==> Yosys cell counts (61+ instances only) <==
cell type	number	area, um^2
buf_1	72	270.3
xnor2_1	70	613.1
clkbuf_1	123	461.7
buf_4	149	1119
buf_2	140	700.7
a32oi_1	66	578.1
mux2i_1	571	5715
nand2_1	221	829.6
edfxtp_1	2048	61500
a22oi_1	362	2718
nand4_1	69	431.7
ha_1	62	775.7
nor2_1	88	330.3
nand3_1	143	715.7
mux4_2	820	18470
inv_1	61	229.0
==> worst max-delay path by stage <==
| stage | to | slack [ps] |
|---|---|---|
| 4_1_cts | PCSrc | 9 |
| 5_1_grt | PCSrc | 20 |
| 6_report | PCSrc | 140 |
==> layout make-up <==
class | instances | share of cell area
diodes | 6 | 0.0001230
clock buffers | 227 | 0.04652
multi-input cells | 2903 | 0.2861
flip-flops and latches | 2048 | 0.5037
repair buffers | 716 | 0.05650
inverters | 63 | 0.002019
clock inverters | 2230 | 0.07814
well taps | 2624 | 0.02689
==> metal layers <==
metal  vias to the layer above  part of all wire
met2                      4443              0.47
met4                        22             0.036
li1                      27970                 -
met5                         -            0.0017
met3                       603              0.19
met1                     31250              0.30
==> power breakdown <==
group	switching [W]	internal [W]	total, W
Sequential	0.0000279	0.00575	0.00577
Combinational	0.000694	0.000525	0.00122
Clock	0.00321	0.00364	0.00684
Total	0.00393	0.00991	0.0138
==> timing repair <==
item,in CTS,in global routing
pin swaps,0,4
setup endpoints to repair,2,2
buffers inserted,0,4
gates resized,1,8
Power and IR drop assume default switching activity.

==> design.v <==
module mux(a,b,sel,out);
    input [63:0] a,b;
    input sel;
    output [63:0] out;
    reg [63:0] out;
    always @(*)
    begin
        if(sel)
            out <= b;
        else
            out <= a;
    end
endmodule
module PFA (
  input a,
  input b,
  input c,
  output s,
  output p,
  output g
);
  xor(p, a, b);
  and(g, a, b);
  xor(s, p, c); 
endmodule
module CLA (
  input [3:0] P,
  input [3:0] G,
  input Cin,
  output [3:0] C
);
  wire t1;
  and(t1, P[0], Cin);
  or(C[0], G[0], t1);
  wire t2, t3;
  and(t2, P[1], P[0], Cin);
  and(t3, P[1], G[0]);
  or(C[1], G[1], t2, t3);
  wire t4, t5, t6;
  and(t4, P[2], P[1], P[0], Cin);
  and(t5, P[2], P[1], G[0]);
  and(t6, P[2], G[1]);
  or(C[2], G[2], t4, t5, t6);
  wire t7, t8, t9, t10;
  and(t7, P[3], P[2], P[1], P[0], Cin);
  and(t8, P[3], P[2], P[1], G[0]);
  and(t9, P[3], P[2], G[1]);
  and(t10, P[3], G[2]);
  or(C[3], G[3], t7, t8, t9, t10);
endmodule
module adder4 (
  input signed [3:0] A,
  input signed [3:0] B,
  input Cin,
  output signed [3:0] S,
  output Cout
);
  wire [3:0] P;
  wire [3:0] G;
  wire [3:0] C;
  PFA p1(.a(A[0]), .b(B[0]), .c(Cin), .s(S[0]), .p(P[0]), .g(G[0]));
  PFA p2(.a(A[1]), .b(B[1]), .c(C[0]), .s(S[1]), .p(P[1]), .g(G[1]));
  PFA p3(.a(A[2]), .b(B[2]), .c(C[1]), .s(S[2]), .p(P[2]), .g(G[2]));
  PFA p4(.a(A[3]), .b(B[3]), .c(C[2]), .s(S[3]), .p(P[3]), .g(G[3]));
  CLA c1(.P(P), .G(G), .Cin(Cin), .C(C));
  assign Cout = C[3]; 
endmodule
module adder16 (
  input signed [15:0] A,
  input signed [15:0] B, 
  input Cin,
  output signed [15:0] S,
  output Cout
);
  wire [3:0] C;
  adder4 a1(.A(A[3:0]), .B(B[3:0]), .Cin(Cin), .S(S[3:0]), .Cout(C[0]));
  adder4 a2(.A(A[7:4]), .B(B[7:4]), .Cin(C[0]), .S(S[7:4]), .Cout(C[1]));
  adder4 a3(.A(A[11:8]), .B(B[11:8]), .Cin(C[1]), .S(S[11:8]), .Cout(C[2]));
  adder4 a4(.A(A[15:12]), .B(B[15:12]), .Cin(C[2]), .S(S[15:12]), .Cout(C[3]));
  assign Cout = C[3]; 
endmodule
module adder (
  input signed [63:0] A,
  input signed [63:0] B,
  input M,
  output signed [63:0] S,
  output Cout
);
  wire [3:0] C;
  wire [63:0] BB;
  genvar i;
  for (i = 0; i < 64; i = i + 1) begin
    xor(BB[i], B[i], M);
  end
  adder16 a1(.A(A[15:0]), .B(BB[15:0]), .Cin(M), .S(S[15:0]), .Cout(C[0]));
  adder16 a2(.A(A[31:16]), .B(BB[31:16]), .Cin(C[0]), .S(S[31:16]), .Cout(C[1]));
  adder16 a3(.A(A[47:32]), .B(BB[47:32]), .Cin(C[1]), .S(S[47:32]), .Cout(C[2]));
  adder16 a4(.A(A[63:48]), .B(BB[63:48]), .Cin(C[2]), .S(S[63:48]), .Cout(C[3]));
  assign Cout = C[3];
endmodule
module ander (
  input [63:0] A,
  input [63:0] B,
  output [63:0] C
);
  genvar  i;
  generate
    for (i = 0; i < 64; i = i + 1) begin
      and(C[i], A[i], B[i]);
    end
  endgenerate
endmodule
module orer (
  input [63:0] A,
  input [63:0] B,
  output [63:0] C
);
  genvar  i;
  generate
    for (i = 0; i < 64; i = i + 1) begin
      or(C[i], A[i], B[i]);
    end
  endgenerate
endmodule
module SL1 (
  input [63:0] A,
  output [63:0] C
);
  assign C = {A[62:0], 1'b0};
endmodule
module alu (
  input [63:0] rs1,
  input [63:0] rs2,
  input [3:0] ALUcontrol,
  output reg [63:0] out,
  output reg zero 
);
  wire [63:0] add_result, or_result, and_result, sub_result;
  adder A1(.A(rs1), .B(rs2), .M(1'b0), .S(add_result), .Cout());
  adder A2(.A(rs1), .B(rs2), .M(1'b1), .S(sub_result), .Cout());
  orer O1(.A(rs1), .B(rs2), .C(or_result));
  ander D1(.A(rs1), .B(rs2), .C(and_result));
  always @(*) begin
    case (ALUcontrol)   
      4'b0010: out = add_result;   
      4'b0110: out = sub_result;   
      4'b0000: out = and_result;   
      4'b0001: out = or_result;    
    endcase
    zero = (sub_result == 64'b0) ? 1'b1 : 1'b0;
  end
endmodule
module mux3 (
    input [63:0] A,
    input [63:0] B,
    input [63:0] C,
    input [1:0] sel,
    output reg [63:0] D
);
    always @(*) begin
        case (sel)
            2'b00: D <= A;
            2'b01: D <= B;
            2'b10: D <= C;
        endcase
    end
endmodule
module forwarding_unit (
    input [4:0] rs1_ex, rs2_ex,  
    input [4:0] rd_mem,            
    input [4:0] rd_wb,
    input RegWrite_mem,             
    input RegWrite_wb,             
    output reg [1:0] ForwardA,         
    output reg [1:0] ForwardB         
);
always @(*) begin
    ForwardA = 2'b00;
    ForwardB = 2'b00;
    if (RegWrite_mem && (rd_mem != 0) && (rd_mem == rs1_ex)) begin
        ForwardA = 2'b10; 
    end else if (RegWrite_wb && (rd_wb != 0) &&
                 !(RegWrite_mem && (rd_mem != 0) && (rd_mem == rs1_ex)) &&
                 (rd_wb == rs1_ex)) begin
        ForwardA = 2'b01; 
    end
    if (RegWrite_mem && (rd_mem != 0) && (rd_mem == rs2_ex)) begin
        ForwardB = 2'b10; 
    end else if (RegWrite_wb && (rd_wb != 0) &&
                 !(RegWrite_mem && (rd_mem != 0) && (rd_mem == rs2_ex)) &&
                 (rd_wb == rs2_ex)) begin
        ForwardB = 2'b01;
    end
end
endmodule
module alu_control(
    input [31:0] instruction, 
    input [1:0] ALUOp,         
    output reg [3:0] control_output 
);
    wire [6:0] funct7;  
    wire [2:0] funct3;  
    assign funct7 = instruction[31:25];  
    assign funct3 = instruction[14:12];  
    always @(*) begin
        case (ALUOp)
            2'b00: control_output = 4'b0010;  
            2'b01: control_output = 4'b0110;  
            2'b10:  
                case ({funct7, funct3}) 
                    10'b0000000_000: control_output = 4'b0010;  
                    10'b0100000_000: control_output = 4'b0110;  
                    10'b0000000_111: control_output = 4'b0000;  
                    10'b0000000_110: control_output = 4'b0001;  
                    default: control_output = 4'b0000; 
                endcase
            default: control_output = 4'b0000; 
        endcase
    end
endmodule
module execute (
  input [63:0] imm_out_ex,
  input [63:0] read_data1_ex,
  inout [63:0] read_data2_ex,
  input [63:0] ALU_result_mem,
  input [63:0] Result_wb,
  input [4:0] rs1_ex, rs2_ex,
  input [4:0] rd_mem,
  input [4:0] rd_wb,
  input RegWrite_mem,
  input RegWrite_wb,
  input [31:0] inst_ex,
  input [1:0] ALUOp_ex,
  input ALUSrc_ex,
  output [63:0] ALU_result_ex,
  output [63:0] write_data_ex
);
  wire [1:0] ForwardA, ForwardB;
  wire [63:0] res2;
  wire [63:0] A1, B1;
  forwarding_unit f1(.rs1_ex(rs1_ex), .rs2_ex(rs2_ex), .rd_mem(rd_mem), .rd_wb(rd_wb), .RegWrite_mem(RegWrite_mem), .RegWrite_wb(RegWrite_wb), .ForwardA(ForwardA), .ForwardB(ForwardB));
  mux m1(.a(B1), .b(imm_out_ex), .sel(ALUSrc_ex), .out(res2));
  mux3 A(.A(read_data1_ex), .C(ALU_result_mem), .B(Result_wb), .sel(ForwardA), .D(A1));
  mux3 B(.A(read_data2_ex), .C(ALU_result_mem), .B(Result_wb), .sel(ForwardB), .D(B1));
  assign write_data_ex = B1;
  wire [3:0] control;
  alu_control ac1(.instruction(inst_ex), .ALUOp(ALUOp_ex), .control_output(control));
  alu           al1(.rs1(A1), .rs2(res2), .ALUcontrol(control), .out(ALU_result_ex), .zero(zero));
endmodule
==> run.sh <==
#!/bin/bash
# OpenROAD 26Q1-2900-gdf79404cd8, Yosys 0.63+post, stock flow scripts
make -C /OpenROAD-flow-scripts/flow DESIGN_CONFIG=/design/flow/config.mk WORK_HOME=/design/flow/orfs finish
==> config.mk <==
export PLATFORM = sky130hd
export DESIGN_NAME = execute
export DESIGN_NICKNAME = execute
export VERILOG_FILES = /design/flow/design.v
export SDC_FILE = /design/flow/constraint.sdc
export NUM_CORES = 4
export LEC_CHECK = 1
export CORE_AREA = 10 10 262 262
export DIE_AREA = 0 0 272 272
==> constraint.sdc <==
current_design execute

set clk_period 98.3
set clk_io_pct 0.2

create_clock -name clk0 -period $clk_period

set non_clock_inputs [all_inputs -no_clocks]
set_input_delay [expr $clk_period * $clk_io_pct] -clock clk0 $non_clock_inputs
set_output_delay [expr $clk_period * $clk_io_pct] -clock clk0 [all_outputs]
==> changes_impl.md <==
## Implementation

* Status: did not finish
* Halt Stage: global routing (5_1_grt)
* Stop err: [ERROR RSZ-0074] Failed to build tree from global routes for pin 'read_data2_ex[9]' and net 'read_data2_ex[9]' at grid (79350, 3450): found route to 2 pins, expected 1
* Post-synth EDFFs at 0
* Placed cell count at 3265
* Mapped Cells at 1869
* Die H at 272 um
* Most common cell in the synthesized netlist: ha_1
* Area leader, netlist: dlxtn_1
* Endpoints left unconstrained at 256
* Top FF cell, synth: dlxtn_1
* Synthesis area per yosys at 15000 um2
* Pre-Place Util at 0.2383
* #FFs+latches synth at 192
* Post-Syn Area at 15000 um2
* Count of unclocked register or latch pins at 192
* Post-CTS setup buffer count at 0
* Post-synth ARST share at 0
* Row Count at 92
* Top cell area share at 0.1920
* Ys cells at 1869
* HPWL after DPL at 48760 um
* CTS Hold Bufs at 0
* Distinct cells, synth at 71
* Syn avg cell area at 8.027 um2
* Largest net degree at the start of global routing at 73
* Post-synth top cells: 226 x ha_1, 198 x mux2i_1, 192 x dlxtn_1
* Synth warn at 6
* Placed cell areas at 20900 um2
* Top area cell types: dlxtn_1 19%, ha_1 19%, mux2i_1 13%, o21ai_0 5.3%, nand2_1 4.7%
* IO Pins at 505
* Routability Congestion at 0.8626
* PostCTS Resize Cnt at 0
* Placement Setup Slack at 50.31 ns
* Port bufs at 419
* Die width at 272 um
## through the flow
step | total power (W) | utilization
4_1_cts | 0.00009247 | 0.3320
3_3_place_gp | 0.00009192 | 0.3320
2_1_floorplan | 0.00005596 | -
3_5_place_dp | 0.00009198 | 0.3320
## cells by family after synthesis
family,share of synthesized area
AND-OR/OR-AND,0.2081
AND/OR/NAND/NOR,0.1176
adder cells (fa/ha/maj),0.2298
buffers and inverters,0.06380
multiplexers,0.1328
latches,0.1920
XOR/XNOR,0.05546
other,0.0002499
Power and IR drop assume default switching activity.
